## run.sh

```bash
#!/bin/bash
# OpenROAD 26Q1-2900-gdf79404cd8, Yosys 0.63+post, stock flow scripts
make -C /OpenROAD-flow-scripts/flow DESIGN_CONFIG=/design/flow/config.mk WORK_HOME=/design/flow/orfs finish
```

## config.mk

```make
export PLATFORM = sky130hd
export DESIGN_NAME = ProgramRegister
export DESIGN_NICKNAME = ProgramRegister
export VERILOG_FILES = /design/flow/design.v
export SDC_FILE = /design/flow/constraint.sdc
export NUM_CORES = 4
export LEC_CHECK = 1
export CORE_UTILIZATION = 40
```

## constraint.sdc

```tcl
current_design ProgramRegister

set clk_period 9.8
set clk_io_pct 0.2

create_clock -name clk0 -period $clk_period [get_ports {clk}]

set non_clock_inputs [all_inputs -no_clocks]
set_input_delay [expr $clk_period * $clk_io_pct] -clock clk0 $non_clock_inputs
set_output_delay [expr $clk_period * $clk_io_pct] -clock clk0 [all_outputs]
```

## design.v

```verilog
module ProgramRegister(
    input logic clk,
    input logic [31:0] instr,
    input logic [31:0] write_back,
    input logic write_en,
    output logic [31:0] data_out_A,
    output logic [31:0] data_out_B
    );
    (* max_fanout = 30 *)
    logic [31:0] memory [31:0];
    wire [4:0] rs1 = instr[19:15];
    wire [4:0] rs2 = instr[24:20];
    wire [4:0] rd  = instr[11:7];
    assign data_out_A = (rs1 == 5'b0) ? 32'b0 : memory[rs1];
    assign data_out_B = (rs2 == 5'b0) ? 32'b0 : memory[rs2];
    always_ff @(posedge clk) begin
        if(write_en && (rd != 5'b0)) begin
            memory[rd] <= write_back;
        end
    end
    initial begin
        for (int i = 0; i < 32; i++) memory[i] = 32'b0;
    end
endmodule
```

==> results.txt <==
Here are the numbers from the latest Yosys + OpenROAD run.

The run finished with clean final reports. Yosys attributes the largest share of cell area to sky130_fd_sc_hd__edfxtp_1 64%, sky130_fd_sc_hd__mux4_2 15%, sky130_fd_sc_hd__mux2i_1 6.7%, sky130_fd_sc_hd__mux4_1 2.0%, sky130_fd_sc_hd__mux2_2 1.5%. The number of hold buffers added after CTS was 0. In the final layout, the share of cells above drive strength 1 is 0.263. Looking at the setup timing report, the critical path kind is input port to primary output. The area fraction of the dominant cell type after synthesis came out at 0.642. The kind of end point of the critical path is a primary output.

In the layout the commonest cells are 1024 x sky130_fd_sc_hd__edfxtp_1, 320 x sky130_fd_sc_hd__mux2i_1, 316 x sky130_fd_sc_hd__mux4_2. Setup repair after global routing left no endpoint under its margin. In this run the static leakage power is 17.6 nW. Per the TritonCTS log, the buffer count is 106. Note that the worst hold path type here is input port to register. The worst hold slack across all endpoints came out at 2100 ps.

The total count of max-transition violations in the final report came out at 0. The number of enable flip-flop cells is 1024. In this run the horizontal extent of the chip is 348 um. The final routed wire length divided by cell count is around 35 um. The proportion of synthesized chip area in sequential cells is 0.642. The shortest clock period the worst path allows after layout came out at 7750 ps. The register with the most flip-flops in the layout has 1024 of them.

Per the repair_timing log after CTS, setup buffers inserted total 0. The number of vias per cell is around 6.4. In the final layout, the registers with the most flip-flops are memory x1024. Looking at the VDD voltage map, the peak drop is 0.144 mV. The number of vias in the routed layout is ~28000. Per the layout area report, the combinational gate area comes to 16400 um2. The post-synth design cell area came out at 47900 um2.

The max-slew headroom at the worst pin came out at 0.297. The number of cells upsized or downsized after cts is 0. The via count of the first global-routing pass is 31400. Per the synth stats, the proportion of register bits with asynchronous set or reset is 0. The total number of placement rows came out at around 130. On the worst setup and hold paths after CTS, the clock-pin slew comes to 60 ps. The final antenna-violating net count is 0. The total overflow left after global routing is 0. Counting endpoints that fail hold in the final report gives 0. The I/O pin count is 130. The number of antenna violations at the first check in global routing is 4.

The highest fanout seen on the critical path is between 50 and 60. The final timing summary puts the cycle share of the worst path at 0.791. The number of clock sinks came to 1024.

Synthesis instantiated 39 different standard cells from the library. The die boundary height came out at 348 um. The arrival time of the worst setup path is between 5000 and 6000 ps. Per the placement log, port buffering inserted 112 buffers. The cell type that accounts for the most area after synthesis is sky130_fd_sc_hd__edfxtp_1.

The count of filler cells inserted in the layout came out at 9600. The share of the core area taken by cells at floorplan is 0.405. The final setup violation count is 0. The count of state elements after synthesis came out at 1024. Looking at the cell usage after synthesis, the top flip-flop cell is sky130_fd_sc_hd__edfxtp_1. The largest net degree at the start of global routing came out at roughly 97. The congestion estimate from routability-driven global placement came to 0.878. Counting only logic cells after layout, the most numerous master is sky130_fd_sc_hd__edfxtp_1. The register containing the most flip-flops in the final layout is memory.

The startpoint type of the worst setup path is an input port. Detailed placement finished with a half-perimeter wire length of about 86 mm. The synthesized instance count is 2564.

In this run the layout overhead on the synthesized area is reported as 14.0%. Dividing the synthesized area by the synthesized cell count gives 18.7 um2. The aggregate negative setup slack came out at 0 ps. The maximum level of the CTS H-tree is 3. The detailed router reported a total wirelength of 154 mm. The TritonCTS clock tree is yes.

The warning count from the yosys run is 1. The areal power density over the cells came out at 179 nW/um2. The first-pass GRT wire length is 218 mm. The post-detailed-route DRC marker count is 0.

The area of the die came out at 121000 um2. In the final layout, flip-flops and latches occupy just over 30000 um2. Across the run, the number of max-cap violations was 0.

The pin closest to its max-slew limit shows a slew of 1050 ps. The data required time at the worst endpoint is between 7000 and 8000 ps. The global routing usage summed across all routing layers came out at 0.280. Summing over the stages, the warning tally comes to roughly 43. The worst-case clock buffer depth is 3. The violation tally from detailed-route iteration zero came out at 1733. In the log, the iteration count for the first detailed-route pass is 8. The placeable core region is 118000 um2. Based on the critical path, the design can be clocked at up to 129 MHz. The post-synthesis cell count from yosys is 2564. The yosys synthesis chip area is 47900 um2. In this run the clock root is driven by a sky130_fd_sc_hd__clkbuf_16.
-- worst paths after layout --
check / start / endpoint / slack, ps / cells past startpoint
hold / removal: write_back[22] / memory[1][22]$_DFFE_PP_ / 2100 / 2
setup / recovery: instr[20] / data_out_B[27] / 2050 / 8
-- logic make-up (layout without fill, tap and decap cells) --
group | Yosys count | after routing | synth area share
other | 1 | 35 | 0.0000783
muxes | 736 | 736 | 0.250
buffers and inverters | 217 | 423 | 0.0244
AOI/OAI and AO/OA | 374 | 374 | 0.0615
and+or+nand+nor | 212 | 212 | 0.0218
DFF | 1024 | 1024 | 0.642
-- Yosys cell counts (37+ instances only) --
| master | instances |
|---|---|
| sky130_fd_sc_hd__clkbuf_1 | 98 |
| sky130_fd_sc_hd__mux2_2 | 64 |
| sky130_fd_sc_hd__a221oi_1 | 38 |
| sky130_fd_sc_hd__buf_4 | 53 |
| sky130_fd_sc_hd__buf_2 | 50 |
| sky130_fd_sc_hd__mux2i_1 | 320 |
| sky130_fd_sc_hd__mux4_2 | 316 |
| sky130_fd_sc_hd__nand2_1 | 85 |
| sky130_fd_sc_hd__a211oi_1 | 53 |
| sky130_fd_sc_hd__o221ai_1 | 64 |
| sky130_fd_sc_hd__o21ai_0 | 50 |
| sky130_fd_sc_hd__a22oi_1 | 64 |
| sky130_fd_sc_hd__nor2b_1 | 37 |
| sky130_fd_sc_hd__edfxtp_1 | 1024 |
-- where the power goes --
part | switching (mW) | internal, mW
Clock | 1.68 | 2.29
Sequential | 0.0261 | 4.89
Combinational | 0.516 | 0.370
-- area by class of cell --
type / instances / area share
flip-flops and latches: 1024 / 0.563
clock buffers: 130 / 0.0506
repair buffers: 227 / 0.0371
multi-input cells: 1354 / 0.300
well taps: 1600 / 0.0367
clock inverters: 64 / 0.0118
diodes: 3 / 0.000137
inverters: 2 / 0.000160
-- worst max-delay path, stage by stage --
cell and delay [ps]:
sky130_fd_sc_hd__buf_8 430, sky130_fd_sc_hd__buf_4 720, sky130_fd_sc_hd__buf_4 670, sky130_fd_sc_hd__mux4_2 350
sky130_fd_sc_hd__mux2_2 160, sky130_fd_sc_hd__a221oi_1 70, sky130_fd_sc_hd__a211oi_1 720, sky130_fd_sc_hd__clkdlybuf4s50_1 620
-- stage by stage --
step	setup slack [ps]	instance area, um2	power [mW]	cells	util
after floorplan	4470	48000	5.49	2595	-
after global placement	2030	51200	5.87	4207	0.432
after detailed placement	1980	51200	5.88	4207	0.432
after CTS	1980	54600	9.81	4401	0.461
after global routing	1740	54600	10.0	4402	0.461
final	2050	54600	9.77	4404	0.461
-- layer usage --
metal,vias up,routed length (um),track usage,share of wire
li1,11300,-,-,-
met1,14000,45700,0.299,0.30
met2,2399,70900,0.403,0.46
met3,399,30800,0.246,0.20
met4,11,6440,0.0879,0.042
met5,-,242,0.0208,0.0016
No activity file was given, so power comes from the tool's default toggle rates.
